[flow/design.v]
`timescale 1 ns/1 ns
module Barrel_Shifter(SH_DIR, SH_AMT, D_IN, D_OUT);
 input SH_DIR;
 input [4:0] SH_AMT; 
 input [31:0] D_IN;
 output [31:0] D_OUT; 
 reg [31:0] D_OUT;
 reg [5:0] Index_A;
 always @(SH_DIR, SH_AMT, D_IN) begin
  case(SH_DIR)
    0: begin  
      for (Index_A = 6'b000000; Index_A < 6'b100000; Index_A = Index_A + 6'b000001) begin
        if(Index_A < SH_AMT)
	  D_OUT[Index_A] <= 0;
        else                                                                                                                                                      
	  D_OUT[Index_A] <= D_IN[Index_A - SH_AMT];
      end
    end
    1: begin  
      if (D_IN[31]) begin  
        for (Index_A = 6'b000000; Index_A < 6'b100000; Index_A = Index_A + 6'b000001) begin
         if(Index_A < 6'b100000 - SH_AMT)
	   D_OUT[Index_A] <= D_IN[Index_A + SH_AMT];
         else
	   D_OUT[Index_A] <= 1;
         end
      end
      else begin  
        for (Index_A = 6'b000000; Index_A < 6'b100000; Index_A = Index_A + 6'b000001) begin
         if(Index_A < 6'b100000 - SH_AMT)
	   D_OUT[Index_A] <= D_IN[Index_A + SH_AMT];
         else
	   D_OUT[Index_A] <= 0;
         end
      end
    end
  endcase
 end
endmodule
[flow/run.sh]
#!/bin/bash
# OpenROAD 26Q1-2900-gdf79404cd8, Yosys 0.63+post, stock flow scripts
make -C /OpenROAD-flow-scripts/flow DESIGN_CONFIG=/design/flow/config.mk WORK_HOME=/design/flow/orfs finish
[flow/config.mk]
export PLATFORM = sky130hd
export DESIGN_NAME = Barrel_Shifter
export DESIGN_NICKNAME = Barrel_Shifter
export VERILOG_FILES = /design/flow/design.v
export SDC_FILE = /design/flow/constraint.sdc
export NUM_CORES = 4
export LEC_CHECK = 1
export CORE_UTILIZATION = 50
[flow/constraint.sdc]
current_design Barrel_Shifter

set clk_period 4.4
set clk_io_pct 0.2

create_clock -name clk0 -period $clk_period

set non_clock_inputs [all_inputs -no_clocks]
set_input_delay [expr $clk_period * $clk_io_pct] -clock clk0 $non_clock_inputs
set_output_delay [expr $clk_period * $clk_io_pct] -clock clk0 [all_outputs]
==> impl_metrics.py <==
# Generated from Yosys and OpenROAD reports
metrics = {
    "die": {
        "design.die.area_sq_mm": 0.0119,
        "coreArea_sq_mm": 0.0110,
        "io_pins": 70,
        "core.rowCount": 38,
        "fp.dieW_microns": 109,
        "die_height_microns": 109,
        "floorplan.initialDensity_pct": 52.1,
    },
    "final_layout": {
        "sequential_cell_area_sq_um": 0,
        "final_area_sq_mm": 0.00742,
        "final_layout_size_suffix_gt1_share_pct": 35.8,
        "layout.sequential_cells": 0,
        "layout.clock_buffers": 0,
        "syn_to_final_growth_pct": 29.7,
    },
    "synth": {
        "top_cell_type_by_total_area_after_synthesis": "sky130_fd_sc_hd__mux4_2",
        "post-synth-top-count-cell": "sky130_fd_sc_hd__mux4_2",
        "synth-seq-area-share_pct": 0,
        "synthTopCellsByArea": "sky130_fd_sc_hd__mux4_2 (33%), sky130_fd_sc_hd__mux2i_1 (12%), sky130_fd_sc_hd__mux4_1 (6.9%)",
        "synth_chip_area_sq_mm": 0.00572,
        "yosys.cell_types.count": 64,
        "post_synth_instance_area_sq_mm": 0.00572,
        "synth-warning-count": 1,
        "syn-instance-count": 610,
        "post_synth_most_frequent_cells": "sky130_fd_sc_hd__mux4_2 (83), sky130_fd_sc_hd__mux2i_1 (71), sky130_fd_sc_hd__nand2_1 (64)",
        "yosysTopAreaCellShare_pct": 32.7,
        "postSynthAreaPerCell_sq_um": 9.37,
        "synth-cells-yosys": 610,
    },
    "sta": {
        "final-hold-violation-count": 0,
        "finalCriticalPeriod_ps": 4360,
        "timing.final.setup_violations": 0,
        "final.hold.worst_slack_ps": 2720,
        "achievable-frequency_mhz": 229,
        "post-route-period-util_pct": 99.2,
        "worstMarginPinSlew_ps": 502,
        "relSlewSlack_pct": 66.3,
        "fin_ws_ps": 35.3,
        "slew_viol_final": 0,
        "grt_setup_unrepaired": "true",
    },
    "detailed_routing": {
        "detail_route.iter0.violations": 491,
        "route.layer.met1.wl_mm": 8.83,
        "top_signal_layer_used": "met4",
        "dr.pass1.iters": 7,
        "met2_length_mm": 10.5,
        "route.detailed.vias_per_inst": 7.18,
        "post-route-drc-count": 0,
        "finalWirelength_mm": 23.7,
        "routedWlPerCell_microns": 26.8,
        "ant_nets": 0,
        "route.antenna.diode_count": 0,
        "met3WireLength_mm": 3.22,
        "via_count": 6341,
    },
    "critical_path": {
        "timing.setup.critical_path_class": "in2out",
        "cp-end-kind": "primary output",
        "cpLargestDelayFamily": "buffers and inverters",
        "cp_max_stage_delay_ps": 510,
        "timing.critical_path.required_ps": 3520,
        "critical_path.n_buffers_inverters": 3,
        "crit_chain": "clkdlybuf4s50_1, buf_4, mux4_2, mux4_2, and2_1, a221oi_2, o32ai_1, clkdlybuf4s50_1",
        "worst-endpoint-arrival_ps": 3480,
        "critical_path.slowest_cell": "sky130_fd_sc_hd__mux4_2",
        "critical_path.max_fanout": 10,
        "timing.critical_path.from_type": "input port",
    },
    "hold_path": {
        "min_to": "D_OUT[23]",
        "timing.hold.worst.class": "in2out",
        "hold_path.startpoint": "SH_AMT[2]",
        "worst_hold_path_cells": 5,
    },
    "global_routing": {
        "antenna_found_initial": 0,
        "globalRouteOverflowTotal": 0,
        "track_usage_pct": 42.5,
        "grt_first_pass_wirelength_mm": 34.9,
        "grt_max_degree": 39,
        "grt_pass1_vias": 5894,
    },
    "flow_run": {
        "max_cap_violations": 0,
        "total_tool_warning_count": 48,
    },
    "power_and_ir_drop": {
        "power.leakage_nw": 3.03,
        "vdd_ir_drop_max_uv": 143,
        "p_per_area_mw_per_mm2": 159,
    },
    "clock_tree": {
        "cts-hold-fix-buffers": 0,
    },
    "place": {
        "globalplace.congestion": 1.07,
        "detailedPlacementHpwl_mm": 18.7,
        "post-place-ws_ps": -151,
        "placedInstanceArea_sq_mm": 0.00720,
        "port_buffers": 70,
    },
    "run_status": {
        "outcome": "finished clean",
    },
}
==> worst max-delay path by stage <==
stage / depth (start not counted) / from / end
global route: 11 / SH_AMT[1] / D_OUT[18]
finish: 8 / D_IN[17] / D_OUT[6]
CTS: 9 / SH_AMT[0] / D_OUT[5]
==> cells by family (layout without fill, tap and decap cells) <==
kind of cell / Yosys count / count (layout) / share of synthesized area, %
fa+ha+maj: 20 / 20 / 4.38
compound gates: 168 / 168 / 19.4
simple gates: 140 / 140 / 10.5
mux: 182 / 182 / 54.6
buf+inv: 81 / 214 / 7.64
xor+xnor: 19 / 19 / 3.57
==> cell type report <==
cell class / instances / area, sq um
tap: 140 / 175
timing repair buffer: 201 / 1800
inverter: 13 / 53.8
multi-input combinational: 529 / 5390
fill: 860 / 3570
==> layer usage <==
| metal | vias up | global-route usage [%] |
|---|---|---|
| li1 | 2750 | - |
| met1 | 3033 | 59.7 |
| met2 | 484 | 62.8 |
| met3 | 74 | 16.1 |
| met4 | 0 | 13.4 |
| met5 | - | 2.23 |
==> cell usage in the layout, fill, tap and decap left out, types with 4 or more instances in the layout <==
cell type                         netlist  layout
sky130_fd_sc_hd__a211oi_1               8       8
sky130_fd_sc_hd__a21oi_1               37      36
sky130_fd_sc_hd__a221oi_2               2       4
sky130_fd_sc_hd__a31oi_1               12      12
sky130_fd_sc_hd__buf_4                  5     120
sky130_fd_sc_hd__buf_6                  6       6
sky130_fd_sc_hd__clkdlybuf4s50_1        0      52
sky130_fd_sc_hd__dlymetal6s2s_1         0      11
sky130_fd_sc_hd__ha_1                  20      18
sky130_fd_sc_hd__inv_1                  9       8
sky130_fd_sc_hd__mux2_2                13      13
sky130_fd_sc_hd__mux2i_1               71      62
sky130_fd_sc_hd__mux2i_2                0       9
sky130_fd_sc_hd__mux4_1                15      12
sky130_fd_sc_hd__mux4_2                83      86
sky130_fd_sc_hd__nand2_1               64      64
sky130_fd_sc_hd__nand3_1                7       7
sky130_fd_sc_hd__nor2_1                44      44
sky130_fd_sc_hd__nor3_1                 6       6
sky130_fd_sc_hd__o211ai_1               6       6
sky130_fd_sc_hd__o21ai_0               31      31
sky130_fd_sc_hd__o21ai_1                9       9
sky130_fd_sc_hd__o22ai_1               14      14
sky130_fd_sc_hd__o31ai_1                6       6
sky130_fd_sc_hd__o32ai_1                8       8
sky130_fd_sc_hd__xnor2_1               14      12
sky130_fd_sc_hd__xnor2_2                5       4
==> tightest hold or removal path, delay by kind of cell <==
| kind | cells | cell delay (ps) |
|---|---|---|
| buffers and inverters | 3 | 730 |
| and+or+nand+nor | 1 | 140 |
| AOI/OAI and AO/OA | 1 | 80 |
==> stage by stage <==
step	setup TNS, ps	total power (W)	cells	util [%]
after floorplan	0	0.000660	610	-
after global placement	-233	0.00110	880	65.6
after detailed placement	-373	0.00111	880	65.6
after CTS	-0.200	0.00111	880	65.7
after global routing	-42.1	0.00124	883	67.5
final	0	0.00118	883	67.5
==> where the power goes <==
| part | internal (W) | switching (W) |
|---|---|---|
| clock network | 0 | 0 |
| logic | 0.000598 | 0.000578 |
| registers | 0 | 0 |
==> repair_timing <==
item	in CTS	in global routing
endpoints found under the setup margin	14	30
pin swaps	0	4
setup buffers	0	2
cloned	0	1
gates resized	11	39
Power figures rest on the tool's default switching activity, not on a simulated workload.

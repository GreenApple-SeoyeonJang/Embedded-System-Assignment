### design/flow/run.sh
#!/bin/bash
# OpenROAD 26Q1-2900-gdf79404cd8, Yosys 0.63+post, stock flow scripts
make -C /OpenROAD-flow-scripts/flow DESIGN_CONFIG=/design/flow/config.mk WORK_HOME=/design/flow/orfs finish
### design/flow/config.mk
export PLATFORM = sky130hd
export DESIGN_NAME = Code_Detector
export DESIGN_NICKNAME = Code_Detector
export VERILOG_FILES = /design/flow/design.v
export SDC_FILE = /design/flow/constraint.sdc
export NUM_CORES = 4
export LEC_CHECK = 1
export CORE_AREA = 10 10 70 70
export DIE_AREA = 0 0 80 80
### design/flow/constraint.sdc
current_design Code_Detector

set clk_period 1.0
set clk_io_pct 0.2

create_clock -name clk0 -period $clk_period [get_ports {Clk}]

set non_clock_inputs [all_inputs -no_clocks]
set_input_delay [expr $clk_period * $clk_io_pct] -clock clk0 $non_clock_inputs
set_output_delay [expr $clk_period * $clk_io_pct] -clock clk0 [all_outputs]
### design/flow/design.v
`timescale 1 ns/1 ns
module Code_Detector(Start, Red, Green, Blue, Clk, Rst, U);
input Start, Red, Green, Blue;
output reg U; 
input Clk, Rst;
parameter s_wait = 0, s_start = 1, s_red1 = 2, s_blue = 3, s_green = 4, s_red2 = 5;
reg [2:0] State, StateNext;
always @(posedge Clk) 
 begin
  if (Rst == 1)
	State <= s_wait;
  else
        State <= StateNext;
 end
always @(State, Start, Red, Green, Blue)
 begin
  case(State)
	s_wait: begin
	 U <= 0;
	 if (Start)
	  StateNext <= s_start;
	 else
	  StateNext <= s_wait;
	end
	s_start: begin
	 U <= 0;
	 if(Red & ~Blue & ~Green)
	  StateNext <= s_red1;
	 else if (~Red & ~Blue & ~Green)
	  StateNext <= s_start;
	 else if (Blue | Green)
	  StateNext <= s_wait;
	end
	s_red1: begin
	 U <= 0;
	 if(~Red & Blue & ~Green)
	  StateNext <= s_blue;
	 else if (~Red & ~Blue & ~Green)
	  StateNext <= s_red1;
	 else if (Red | Green)
	  StateNext <= s_wait;
	end
	s_blue: begin
	 U <= 0;
	 if(~Red & ~Blue & Green)
	  StateNext <= s_green;
	 else if (~Red & ~Blue & ~Green)
	  StateNext <= s_blue;
	 else if (Blue | Red)
	  StateNext <= s_wait;
	end
	s_green: begin
	 U <= 0;
	 if(Red & ~Blue & ~Green)
	  StateNext <= s_red2;
	 else if (~Red & ~Blue & ~Green)
	  StateNext <= s_green;
	 else if (Blue | Green)
	  StateNext <= s_wait;
	end
	s_red2: begin
	 U <= 1;
	 StateNext <= s_wait;
	end
  endcase
 end
endmodule
==> impl_metrics.env <==
# yosys + openroad results
export IMPL_ir_drop_v=0.000136
export IMPL_crit_end="State[2]"
export IMPL_fin_ws_ns=0.364
export IMPL_drcViolationCount=0
export IMPL_arrival_ns=0.76
export IMPL_ys_types=18
export IMPL_internal_power_uw=294
export IMPL_crit_family="buffers and inverters"
export IMPL_tightestPinTransition_ns=0.254
export IMPL_diodes=0
export IMPL_worstPathRequired_ns=1.12
export IMPL_p_leak_uw=0.000139
export IMPL_clockBufferDepth=2
export IMPL_slew_viol_final=0
export IMPL_ant_nets=0
export IMPL_synth_cells=29
export IMPL_critical_path_buf_inv_count=1
export IMPL_stdcell_area_um2=419
export IMPL_min_period_ns=0.636
export IMPL_p_seq_frac=0.330
export IMPL_cp_max_fo=3
export IMPL_yosys_stat_area_um2=275
export IMPL_antenna_found_initial=0
export IMPL_grt_first_pass_wirelength_um=959
export IMPL_final_period_utilization=0.636
export IMPL_vias=256
export IMPL_area_growth_pct=52.3
export IMPL_drt_iter0_markers=10
export IMPL_cts_resized=0
export IMPL_cts_hold_fix_buffers=0
export IMPL_yosysWarnings=1
export IMPL_untimed_endpoints=5
export IMPL_crit_cells=2
export IMPL_fin_setup_tns_ns=0
export IMPL_wirelength_um=616
export IMPL_core_area_um2=3420
export IMPL_wire_per_inst_um=7.25
export IMPL_crit_chain="clkdlybuf4s50_1 -> nor2b_1"
export IMPL_dr_pass1_iters=4
export IMPL_finalSetupViolCount=0
export IMPL_post_place_ws_ns=0.128
export IMPL_criticalPathCategory="in -> reg"
export IMPL_cts_setup_buffers=0
export IMPL_endpoint_kind="flop"
export IMPL_yosysCellCount=29
export IMPL_initCoreUtil=0.0806
export IMPL_startpoint_type="primary input"
export IMPL_hold_viol_final=0
export IMPL_cts_buffers=3
export IMPL_crit_start="Rst"
export IMPL_crit_slowest_cell="clkdlybuf4s50_1"
export IMPL_p_per_area_nw_per_um2=893
export IMPL_status="completed"
export IMPL_grt_usage=0.0181
export IMPL_ioPinCount=7
export IMPL_layout_drive_gt1_share=0.154
export IMPL_max_freq_ghz=1.57
export IMPL_dp_hpwl_um=458
export IMPL_p_switching_uw=80.0
export IMPL_unclocked_regs=4
export IMPL_slew_headroom=0.828
export IMPL_synth_area_um2=275
export IMPL_gr_total_overflow=0
export IMPL_rows=21
export IMPL_placed_area_um2=393
export IMPL_lay_top_cells="6 x clkdlybuf4s50_1, 4 x dlxtn_1"
export IMPL_p_clk_frac=0.571
export IMPL_die_area_um2=6400
export IMPL_grt_max_degree=11
export IMPL_power_uw=374
export IMPL_min_path_type="in -> reg"
export IMPL_cts_htree_levels=1
export IMPL_rsz0062_at_grt="no"
export IMPL_die_width_um=80
export IMPL_gp_congestion=0.756
export IMPL_path_clk_slew_ns=0.04
export IMPL_slowest_delay_ns=0.50
export IMPL_switching_share=0.214
export IMPL_p_comb_frac=0.099
export IMPL_mostFrequentLayoutCell="clkdlybuf4s50_1"
export IMPL_grt_pass1_vias=247
export IMPL_maxCapViolCount=0
export IMPL_die_h_um=80
export IMPL_viasPerCell=3.01
export IMPL_synth_flops=7
export IMPL_syn_avg_cell_area_um2=9.49
export IMPL_cts_root_buf="clkbuf_4"
export IMPL_cts_tree="built"
export IMPL_io_buffers=6
export IMPL_tool_warnings=25
metrics by stage:
stage,hold WS [ns],instances,utilization
finish,0.558,85,0.123
global route,0.565,85,0.123
detailed placement,0.794,81,0.115
CTS,0.555,85,0.123
global placement,0.785,81,0.115
floorplan,0.272,29,-
state kept, by name, summed over array words and instances, names as in the netlist:
register / flops
StateNext: 3
State: 3
U: 1
layout make-up:
type	count	area, µm²
fillers	392	3000
multi-input cells	22	155
flip-flops and latches	7	120
repair buffers	6	60.1
well taps	46	57.6
clock buffers	4	26.3
Yosys cell counts, drive strengths merged:
cell type / n / area [µm²]
a21oi: 1 / 5.00
a31oi: 1 / 6.26
and2: 2 / 12.5
and3b: 1 / 10.0
and4bb: 1 / 12.5
dfxtp: 3 / 60.1
dlxtn: 4 / 60.1
nand3: 1 / 5.00
nor2: 3 / 11.3
nor2b: 3 / 18.8
nor3: 1 / 5.00
nor3b: 3 / 27.5
nor4b: 1 / 8.76
nor4bb: 1 / 10.0
o21ai: 1 / 5.00
o311ai: 1 / 8.76
o31a: 1 / 8.76
routing by layer:
layer  wire length (µm)  GRT usage  vias to the layer above
met3                 37    0.00455                        2
met4                  7    0.00880                        0
met2                321     0.0353                        8
met1                249     0.0167                      117
met5                  0          0                        -
li1                   -          -                      129
worst min path at each step:
stage / cells past startpoint / to / start
after CTS: 2 / State[1] / Rst
after global routing: 2 / State[1] / Rst
final: 2 / State[1] / Rst
power groups by stage:
stage	combinational, µW	clock, µW	sequential (µW)
after CTS	36.8	223	124
after global routing	39.8	227	124
final	37.0	214	124
logic make-up (layout without fill, tap and decap cells):
logic type	count (synthesis)	count (layout)	share of synthesized area
latches	4	4	0.218
flip-flops	3	3	0.218
AND-OR/OR-AND	5	5	0.123
AND/OR/NAND/NOR	17	17	0.441
buffers and inverters	0	10	0
Power is estimated from default activity; no workload was simulated.

**flow/run.sh**
```bash
#!/bin/bash
# OpenROAD 26Q1-2900-gdf79404cd8, Yosys 0.63+post, stock flow scripts
make -C /OpenROAD-flow-scripts/flow DESIGN_CONFIG=/design/flow/config.mk WORK_HOME=/design/flow/orfs finish
```
**flow/config.mk**
```make
export PLATFORM = sky130hd
export DESIGN_NAME = SAD
export DESIGN_NICKNAME = SAD
export VERILOG_FILES = /design/flow/design.v
export SDC_FILE = /design/flow/constraint.sdc
export NUM_CORES = 4
export LEC_CHECK = 1
export CORE_UTILIZATION = 50
```
**flow/constraint.sdc**
```tcl
current_design SAD

set clk_period 11.5
set clk_io_pct 0.2

create_clock -name clk0 -period $clk_period [get_ports {Clk}]

set non_clock_inputs [all_inputs -no_clocks]
set_input_delay [expr $clk_period * $clk_io_pct] -clock clk0 $non_clock_inputs
set_output_delay [expr $clk_period * $clk_io_pct] -clock clk0 [all_outputs]
```
**flow/design.v**
```verilog
`timescale 1 ns/1 ns
module SAD(Go, A_Addr, A_Data, B_Addr, B_Data, C_Addr, I_RW, I_En, O_RW, O_En, Done, SAD_Out, Clk, Rst);
   input Go;
   input [7:0] A_Data, B_Data;
   output reg [14:0] A_Addr, B_Addr;
   output reg [6:0] C_Addr;
   output reg I_RW, I_En, O_RW, O_En, Done; 
   output reg [31:0] SAD_Out;
   input Clk, Rst;
   parameter S0 = 3'b000, S1 = 3'b001,
             S2 = 3'b010, S3a = 3'b011, 
             S3 = 3'b100, S4 = 3'b101;
   reg [2:0] State;
   reg [31:0] Sum;
   integer i, j, k;
   function [(8-1):0] ABSDiff;
      input [(8-1):0] A;
      input [(8-1):0] B;
      if (A>B) ABSDiff = A - B;
      else ABSDiff = B - A;
   endfunction
always @(posedge Clk) begin
      if (Rst==1'b1) begin
         A_Addr <= {15{1'b0}};
         B_Addr <= {15{1'b0}};
         I_RW <= 1'b0;
         I_En <= 1'b0;
         Done <= 1'b0;
         State <= S0;
         Sum <= 32'b0;
         SAD_Out <= 32'b0;
         i <= 0;
	 j <= 0;
	 k <= 0;
      end
      else begin
         A_Addr <= {15{1'b0}};
         B_Addr <= {15{1'b0}};
          I_RW <= 1'b0;
          I_En <= 1'b0;
          Done <= 1'b0;
          SAD_Out <= 32'b0;
          case (State)
               S0: begin
                    if (Go==1'b1)
                      State <= S1;
                    else
                      State <= S0;
                   end
               S1: begin
                    Sum <= 32'b0;
                    j <= 0;
                    State <= S2;
                   end
               S2: begin
                   if (!(j==256)) begin
                     State <= S3a;
                     A_Addr <= i;
                     B_Addr <= i;
                     I_RW <= 1'b0;
                     I_En <= 1'b1; 
                   end
                   else
                     State <= S4;
                   end
               S3a: 
                   State <= S3;
               S3: begin
                   Sum <= Sum + ABSDiff(A_Data, B_Data);
                   i <= i + 1;
		   j <= j + 1;
                   State <= S2;
                   end
               S4: begin
		   if(!(i < 32768)) begin
		     State <= S0;
		     SAD_Out <= Sum;
	 	     Done <= 1'b1;
		   end
		   else begin
                     State <= S1;
                   end
                   C_Addr <= k;
		   k <= k + 1;
		   I_RW <= 1'b0;
                   I_En <= 1'b1; 
                   end
         endcase
      end
   end
 endmodule
```
==> impl_metrics.ini <==
; yosys + openroad results
[floorplan]
die-area_um2 = 15800
die_w_um = 126
rows = 44
io_pins = 93
die_h_um = 126
fp_util_pct = 51.8
core_area_um2 = 14800

[job]
warning_count = 36
drv_cap = 0

[clock_tree]
clk_path_buf_depth = 2
cts_tree = yes
htreeDepth = 4
clk_pin_slew_ns = 0.06
cts_resized = 0
clock-sinks = 165
cts-buffers-inserted = 17
cts_hold_buf = 0
clkLatencyLatePin_ns = 0.42
root_buffer = clkbuf_16
cts_setup_buffers = 0

[synthesis]
yosys.area.top_type = dfxtp_1
synth_top_flop_cell = dfxtp_1
yosys-stat-cells = 853
syn-cell-area_um2 = 7650
synth_cell_type_count = 58
ys_seq_share_pct = 44.1
top_area_share_pct = 41.4
yosys_register_bits = 165
synthTopCellsByArea = dfxtp_1, ha_1, nor2_1, a21oi_1, and3_1
ys_warn_count = 3
syn_inst = 853
async_reset_ff_share_pct = 0
yosys_area_um2 = 7650
postSynthAreaPerCell_um2 = 8.97
edf_count = 7

[global_route]
grt_usage_pct = 21.2
grtUsageMet3_pct = 3.55
grt_pass1_wl_um = 26800
use_met2_pct = 33.8
grt.busiest_layer = met2
met1_usage_pct = 32.4
grt_pass1_vias = 5761
antenna_found_initial = 0
grt_max_degree = 62
grt_overflow_total = 0

[timing]
relSlewSlack_pct = 40.5
rsz0062_at_grt = false
final.period_utilization_pct = 55.5
setup_viol = 0
clock_skew_ns = 0.00890
final.setup.tns_ns = 0
period_needed_ns = 6.39
worst_slew_pin_slew_ns = 0.878
hold_viol_final = 0
fmax_mhz = 157
slew_viol_final = 0

[power]
p_per_area_nw_per_um2 = 131
p_leak_uw = 0.00348
max-vdd-ir-drop_mv = 0.111
total_power_uw = 1200

[min_path]
min_path_type = flip-flop to flip-flop

[placement]
dpl_cell_area_um2 = 8550
place_inst = 1081
hpwl_um = 10400
io_buffers = 89
gp_congestion = 0.908

[finish]
area_growth_pct = 19.3
drive_gt1_share_pct = 7.75
final_cells = 1113
design_area_um2 = 9120

[detailed_routing]
num_vias = 6125
vias_per_cell = 5.50
drtAntennaViolNets = 0
wl_um = 15400
n_antenna_cell = 0
dr.pass1.iters = 25
wl_per_cell_um = 13.8
drc = 0
first_iter_violations = 382

[critical_path]
critPathRequiredTime_ns = 11.77
critical_path_class = input pin to flip-flop
critPathTopFamily = AND-OR/OR-AND gates
cp_slowest_stage_delay_ns = 0.47
slowest_stage = o31ai_4
path_buffers = 3
worst_ep_arrival_time_ns = 6.66
cp-end-kind = flip-flop
start_kind = input pin
crit_chain = clkdlybuf4s50_1 > inv_1 > ha_1 > inv_1 > fa_1 > a211oi_2 > nor3_1 > o31ai_4 > mux2_4 > a211oi_2 > xnor2_1 > ha_1 > o21a_1 > o21ai_0 > a21oi_1 > nand2_1 > o311ai_0 > a21oi_1
critPathMaxFanout = 10

[run_status]
status = complete, no violations
[sequential cells by signal (all words and copies together), names as in the netlist, 6 cells and up]
signal,cells
A_Addr,15
State,6
Sum,32
k,7
SAD_Out,32
i,32
j,32
C_Addr,7
[per-layer routing]
layer	part of all wire, %	vias to the layer above
met2	46	162
li1	-	3116
met4	1.1	0
met1	48	2834
met5	0	-
met3	4.4	13
[where the power goes]
group / total, uW / leakage [uW] / internal (uW) / switching (uW)
clock: 538 / 0.000281 / 304 / 235
sequential: 578 / 0.00134 / 576 / 1.77
combinational: 82.9 / 0.00186 / 34.7 / 48.2
[layout by cell type (no fill, tap or decap), drive strengths merged, types with 9 or more instances in the layout]
cell	instances
dfxtp	158
o21ai	17
and3	41
ha	29
inv	43
nand3	34
a21oi	54
or2	9
nand2	63
nor3b	11
nor2	84
xnor2	26
clkbuf	20
and2	17
or3	22
nor3	15
mux2	9
nand4	27
clkdlybuf4s50	88
nor4	13
xor2	25
o211ai	22
[metrics by stage]
stage               setup WS [ns]  utilization [%]  hold slack (ns)
global placement             4.83             58.0            0.423
global route                 4.79             61.8            0.465
detailed placement           4.75             58.0            0.434
finish                       5.11             61.8            0.442
floorplan                    5.61                -            0.414
CTS                          5.17             61.8            0.449
[kinds of logic after synthesis]
logic type	synth area share, %
buffers and inverters	5.55
AND-OR/OR-AND	10.7
adder cells (fa/ha/maj)	5.53
other	0.0490
AND/OR/NAND/NOR	25.8
flip-flops	44.1
XOR/XNOR	5.84
multiplexers	2.42
[layout make-up]
cell class | instances | area, um^2
clock buffers | 20 | 478
clock inverters | 12 | 91.3
fillers | 1207 | 5630
inverters | 38 | 143
multi-input cells | 598 | 3870
flip-flops and latches | 165 | 3370
well taps | 184 | 230
repair buffers | 96 | 938
[path summary, 6_finish.rpt]
check	slack (ns)	to	depth (start not counted)	startpoint
min	0.44	State[1]$_DFF_P_	1	State[5]$_DFF_P_
min reg2reg	0.44	State[1]$_DFF_P_	1	State[5]$_DFF_P_
max reg2reg	8.96	Sum[30]$_SDFFE_PP0N_	8	Sum[0]$_SDFFE_PP0N_
max	5.11	Sum[17]$_SDFFE_PP0N_	18	A_Data[0]
[Yosys cell counts (4+ instances only)]
library cell and count:
nor4_1 11, a21oi_1 54, mux2i_1 8, ha_1 29, nand2_1 63, nor2b_1 6, nand4_1 24, nand2b_1 4
dfxtp_1 158, o31ai_1 4, inv_1 38, o31a_1 4, edfxtp_1 7, xor2_1 25, xnor2_1 26, nand3_1 34
nor3b_1 11, buf_4 20, nor3_1 15, and3_1 41, mux2_2 8, or4_1 4, and2_1 17, o211ai_1 22
o21ai_0 16, clkbuf_1 29, nor2_1 84, o41ai_1 4, or2_2 9, and4_1 8, or3_1 22
[worst reg2reg max path, delay by kind of cell, from the launching register on]
family          cells  cell delay (ns)
compound gates      4             1.30
fa+ha+maj           2             0.65
flops               1             0.32
simple gates        2             0.21
Power is estimated from default activity; no workload was simulated.
